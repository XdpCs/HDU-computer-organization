File: config.mk
export PLATFORM = sky130hd
export DESIGN_NAME = RAMA
export DESIGN_NICKNAME = RAMA
export VERILOG_FILES = /design/flow/design.v
export SDC_FILE = /design/flow/constraint.sdc
export NUM_CORES = 4
export LEC_CHECK = 1
export CORE_UTILIZATION = 40
File: constraint.sdc
current_design RAMA

set clk_period 33.9
set clk_io_pct 0.2

create_clock -name clk0 -period $clk_period [get_ports {clk}]

set non_clock_inputs [all_inputs -no_clocks]
set_input_delay [expr $clk_period * $clk_io_pct] -clock clk0 $non_clock_inputs
set_output_delay [expr $clk_period * $clk_io_pct] -clock clk0 [all_outputs]
File: design.v
`timescale 1ns / 1ps
module RAMA(Mem_Read,Mem_Write,Mem_Addr,M_W_Data,M_R_Data,clk);
input Mem_Read,Mem_Write,clk;
input [5:0]Mem_Addr;
input [31:0]M_W_Data;
output reg[31:0]M_R_Data;
reg [0:31]memory[0:63];
always@(posedge clk)
	if(Mem_Write)
			memory[Mem_Addr]<=M_W_Data;
	else if(Mem_Read)
			M_R_Data <= memory[Mem_Addr];
endmodule
File: run.sh
#!/bin/bash
# OpenROAD 26Q1-2900-gdf79404cd8, Yosys 0.63+post, stock flow scripts
make -C /OpenROAD-flow-scripts/flow DESIGN_CONFIG=/design/flow/config.mk WORK_HOME=/design/flow/orfs finish
==> impl_metrics.py <==
# Synthesis and PnR figures
metrics = {
    "detailed_routing": {
        "wirelength_um": 228600,
        "viasPerCell": 6.006,
        "drtIter0Drc": 3698,
        "drc": 0,
        "drtPass1Iterations": 5,
        "vias": 44388,
        "wire_per_inst_um": 30.93,
        "antenna_left": 0,
    },
    "final_timing": {
        "worst_slew_pin_slew_ns": 1.265,
        "hold_viol": 0,
        "finalSetupViolations": 0,
        "skew_ns": 0.03654,
        "maxSlewHeadroom_pct": 14.75,
        "period_needed_ns": 10.53,
        "fmax_ghz": 0.09501,
        "finalCritPeriodShare_pct": 31.05,
        "slew_violations": 0,
        "whs_ns": 0.7100,
        "setup_tns_ns": 0,
        "rsz0062_at_grt": "no",
    },
    "outcome": {
        "status": "completed",
    },
    "floorplan": {
        "coreArea_sq_mm": 0.1970,
        "dieArea_sq_mm": 0.2000,
        "die_h_um": 447.2,
        "initial_core_util_pct": 40.24,
        "die_w_um": 447.2,
        "rows": 163,
        "io_pins": 73,
    },
    "yosys": {
        "avgSynthCellArea_sq_um": 17.80,
        "top_cells_by_area": "edfxtp_1 (79%), a221oi_1 (3.6%), mux2i_1 (2.9%), a22oi_1 (2.7%), mux2_2 (1.4%)",
        "netlist.area_leader.share_pct": 78.80,
        "ys_seq_share_pct": 78.80,
        "ys_types": 57,
        "yosys_warnings": 1,
        "edf_count": 2080,
        "synthFlopType": "edfxtp_1",
        "largest_area_cell": "edfxtp_1",
        "yosysMostFrequentCell": "edfxtp_1",
        "yosys_area_sq_mm": 0.07927,
        "yosys_cells": 4454,
        "syn_area_sq_mm": 0.07927,
        "common_cells": "edfxtp_1 (2080), a221oi_1 (322), a22oi_1 (288)",
        "ys.flops": 2080,
        "synthCells": 4454,
        "async_flop_share_pct": 0,
    },
    "setup_path": {
        "r2r_setup_slack_ns": 31.22,
        "crit_type": "primary input to register",
        "crit_fanout": 41,
        "cp_common_cell": "buf_4",
        "crit_path_top_delay_cell": "nor2_4",
        "r2r-start": "memory[33][11]$_DFFE_PP_",
        "r2r_end": "M_R_Data[11]$_DFFE_PP_",
        "endpoint_kind": "register",
        "start_kind": "primary input",
        "critical_path.top_delay_family": "simple AND/OR/NAND/NOR gates",
        "crit_chain": "clkbuf_8 > buf_4 > buf_4 > nor2b_4 > nand2_1 > nor2_4 > buf_4",
        "rr_worst_depth": 5,
        "required_ns": 34.38,
        "cp.arrival_ns": 11.01,
        "cpPeakStageDelay_ns": 0.92,
        "crit_buf_inv": 4,
    },
    "pwr": {
        "pwr_density_cell_mw_per_mm2": 58.00,
        "p_leak_nw": 27.96,
        "ir_drop_mv": 0.04594,
        "p_total_mw": 5.198,
    },
    "hold_path": {
        "min_from": "memory[63][25]$_DFFE_PP_",
        "hp-class": "register to register",
        "whs_endpoint": "M_R_Data[25]$_DFFE_PP_",
        "hold_depth": 4,
    },
    "grt": {
        "grt_max_degree": 107,
        "track_usage_pct": 25.20,
        "antenna_found_initial": 6,
        "grt_pass1_vias": 46040,
        "overflow": 0,
        "grt_pass1_wl_um": 329400,
    },
    "clock_tree": {
        "post_cts_buffers": 0,
        "cts_buffers": 199,
        "path_clk_slew_ns": 0.06,
        "cts_tree": "done",
        "cts_max_path_buffers": 3,
        "cts-root-buf": "clkbuf_16",
        "post_cts_resized": 0,
        "cts.sinks": 2080,
        "clkLatencyLatePin_ns": 0.84,
        "hold_buffers": 0,
        "htreeDepth": 4,
    },
    "placed_design": {
        "dpl.cell_count": 7032,
        "portBuffers": 72,
        "gp_congestion": 0.9121,
        "placed_cell_area_sq_mm": 0.08371,
        "dp_hpwl_um": 129700,
    },
    "run": {
        "log.warning_count": 29,
        "max-cap-violations": 0,
    },
    "finish": {
        "area_growth_pct": 13.06,
        "final_cells": 7390,
        "fin_area_sq_mm": 0.08962,
        "drive_gt1_share_pct": 15.06,
    },
}
[layout by cell type, fill, tap and decap left out, types with 36 or more instances in the layout]
cell type,instances
clkinv_1,60
clkdlybuf4s50_1,36
nor3_1,63
mux2i_1,233
a221oi_1,322
mux2_2,97
o21ai_0,100
nor2_4,66
buf_4,203
a22oi_1,288
edfxtp_1,2080
a21oi_1,84
clkbuf_16,205
nor2_1,180
o22ai_1,157
clkbuf_1,48
nand2_1,70
[per-layer routing]
metal  GRT usage, %  share of wire, %  vias to the layer above
li1               -                 -                    18866
met1          31.51                34                    22186
met2          35.40                45                     2909
met3          19.38                18                      415
met4          6.550               3.4                       12
met5          1.148              0.11                        -
[where the power goes]
part / leakage, nW / internal [mW] / switching [mW] / total [mW]
registers: 18.7 / 2.85 / 0.00798 / 2.86
logic: 6.33 / 0.0814 / 0.208 / 0.290
clock network: 2.90 / 1.13 / 0.919 / 2.05
total: 28.0 / 4.06 / 1.14 / 5.20
[per-stage QoR]
stage,setup slack [ns],util [%]
floorplan,23.96,-
global placement,22.74,42.49
detailed placement,22.63,42.49
CTS,23.51,45.49
global route,23.18,45.49
finish,23.37,45.49
[tightest hold or removal path: cells and delay by family, from the launching register on]
kind | cells | cell delay, ns
and+or+nand+nor | 3 | 0.20
DFF | 1 | 0.32
AOI/OAI and AO/OA | 1 | 0.08
[cell families (layout without fill, tap and decap cells)]
kind of cell	after synthesis	count (layout)	synth area share, %
multiplexers	360	360	5.144
AND-OR/OR-AND	1184	1184	11.25
AND/OR/NAND/NOR	486	486	2.767
buffers and inverters	344	639	2.044
flip-flops	2080	2080	78.80
other	0	1	0
[sequential cells by signal, indices dropped and copies added (netlist names)]
name and count:
M_R_Data 32, memory 2048
[worst max path at each step]
| stage | start | cells after the start | to | slack [ns] |
|---|---|---|---|---|
| after CTS | Mem_Addr[0] | 7 | memory[1][26]$_DFFE_PP_ | 23.51 |
| after global routing | Mem_Addr[0] | 7 | memory[1][18]$_DFFE_PP_ | 23.18 |
| final | Mem_Addr[0] | 7 | memory[1][26]$_DFFE_PP_ | 23.37 |
[area by class of cell]
| type | instances | area (sq um) |
|---|---|---|
| multi-input combinational | 2030 | 15750 |
| clock inverter | 104 | 601.8 |
| timing repair buffer | 279 | 2173 |
| tap | 2640 | 3303 |
| fill | 16422 | 107400 |
| antenna | 1 | 2.502 |
| sequential | 2080 | 62460 |
| clock buffer | 253 | 5310 |
| inverter | 3 | 20.02 |
No activity file was given, so power comes from the tool's default toggle rates.
