==> flow/config.mk <==
export PLATFORM = sky130hd
export DESIGN_NAME = RegisterFile
export DESIGN_NICKNAME = RegisterFile
export VERILOG_FILES = /design/flow/design.v
export SDC_FILE = /design/flow/constraint.sdc
export NUM_CORES = 4
export LEC_CHECK = 1
export CORE_UTILIZATION = 30
export SYNTH_HDL_FRONTEND = slang
==> flow/run.sh <==
#!/bin/bash
# OpenROAD 26Q1-2900-gdf79404cd8, Yosys 0.63+post, stock flow scripts
make -C /OpenROAD-flow-scripts/flow DESIGN_CONFIG=/design/flow/config.mk WORK_HOME=/design/flow/orfs finish
==> flow/design.v <==
`timescale 1ns / 1ps
module RegisterFile(Addr,Write_Reg,Opt,Clk,Reset,A_B,LED);
input [1:0]Opt;
input [4:0]Addr;
input Write_Reg,Clk,Reset,A_B;
output reg [7:0]LED;
wire [31:0]R_Data_A,R_Data_B;
reg [4:0]R_Addr_A,R_Addr_B;
reg [31:0]W_Data;
initial
	LED <= 0;
Fourth_experiment_first F1(R_Addr_A,R_Addr_B,Write_Reg,R_Data_A,R_Data_B,Reset,Clk,Addr,W_Data);
always@(Addr or Write_Reg or Opt or A_B or R_Data_A or R_Data_B)
	begin
		if(Write_Reg)
			begin
				case(Opt)
					2'b00: begin W_Data=32'h000f_000f;  end
					2'b01: begin W_Data=32'h0f0f_0f00;  end
					2'b10: begin W_Data=32'hf0f0_f0f0;  end 
					2'b11: begin W_Data=32'hffff_ffff;  end
				endcase
			end
		else
			if(A_B)
				begin
					R_Addr_A=Addr;
					case(Opt)
						2'b00: LED=R_Data_A[7:0];
						2'b01: LED=R_Data_A[15:8];
						2'b10: LED=R_Data_A[23:16];
						2'b11: LED=R_Data_A[31:24];
					endcase
				end
			else
				begin
					R_Addr_B=Addr;
					case(Opt)
						2'b00: LED=R_Data_B[7:0];
						2'b01: LED=R_Data_B[15:8];
						2'b10: LED=R_Data_B[23:16];
						2'b11: LED=R_Data_B[31:24];
					endcase
				end
	end
endmodule
`timescale 1ns / 1ps
module Fourth_experiment_first(R_Addr_A,R_Addr_B,Write_Reg,R_Data_A,R_Data_B,Reset,Clk,W_Addr,W_Data);
input [4:0]R_Addr_A,R_Addr_B,W_Addr;
input Write_Reg,Reset,Clk;
input[31:0] W_Data;
output [31:0] R_Data_A,R_Data_B;
reg [31:0] REG_Files[0:31];
integer i=0;
initial
        for(i=0;i<32;i=i+1) REG_Files[i]<=0;
always @ (posedge Clk or posedge Reset)
	begin
		if(Reset)
			begin
				for(i=0;i<=31;i=i+1)
					REG_Files[i]<=0;
			end
		else
			begin
				if(Write_Reg)
					REG_Files[W_Addr]<=W_Data;
			end
	end
	assign R_Data_A = REG_Files[R_Addr_A];
	assign R_Data_B = REG_Files[R_Addr_B];
endmodule
==> flow/constraint.sdc <==
current_design RegisterFile

set clk_period 1.2
set clk_io_pct 0.2

create_clock -name clk0 -period $clk_period [get_ports {Clk}]

set non_clock_inputs [all_inputs -no_clocks]
set_input_delay [expr $clk_period * $clk_io_pct] -clock clk0 $non_clock_inputs
set_output_delay [expr $clk_period * $clk_io_pct] -clock clk0 [all_outputs]
==> flow_summary.rst <==
Metrics
=======

.. list-table::
   :header-rows: 1

   * - Metric
     - Value
   * - Status
     - finished with violations
   * - Violations in the final reports
     - negative setup slack
   * - Post-Syn Area
     - roughly 0.0075 mm²
   * - Top logic family
     - multiplexers
   * - Worst r2r src
     - F1.REG_Files[99]$_DFFE_PP0P_
   * - Worst path max stage delay
     - 0.32 ns
   * - Number of unconstrained endpoints
     - 24
   * - Routed WL
     - approximately 19 mm
   * - Antenna violations before repair
     - 1
   * - Top area cells in the synthesized netlist
     - sky130_fd_sc_hd__dfrtp_1 42%, sky130_fd_sc_hd__mux2_2 20%, sky130_fd_sc_hd__mux4_2 18%
   * - Worst hold path class
     - input port to asynchronous set/reset pin
   * - Critical-path maximum fanout
     - 6
   * - Maximum vdd ir drop
     - about 0.78 mV
   * - Total congestion overflow
     - 0
   * - Gp weighted congestion
     - 0.8830
   * - Required time worst endpoint
     - approximately 1.5 ns
   * - Worst reg2reg path endpoint
     - F1.REG_Files[99]$_DFFE_PP0P_
   * - Global routing usage summed across all routing layers
     - 0.1614
   * - Area of the multi-input gates
     - roughly 0.004 mm²
   * - Count of instantiated cells in the yosys netlist
     - between 500 and 600
   * - Clock transition at path regs
     - around 0.05 ns
   * - Number of global-route vias before repair
     - approximately 5200
   * - Sort of element at the start of the critical path
     - input port
   * - Library cell with the largest summed area after synthesis
     - sky130_fd_sc_hd__dfrtp_1
   * - Post-synth top area share
     - 0.4248
   * - Core region area
     - around 0.024 mm²
   * - Slowest CP cell
     - sky130_fd_sc_hd__mux2_2
   * - Count of unique library cells instantiated by Yosys
     - roughly 41
   * - Die ar.
     - ~0.026 mm²
   * - Port buffer count
     - 18
   * - Count of boundary I/O pins
     - 19
   * - H-tree Lvls
     - 4
   * - P per Cell Area
     - approximately 1400 mW/mm²
   * - Clock latency reported for the late side of the worst-skew pair
     - roughly 0.40 ns
   * - Worst hold slack
     - roughly 0.29 ns
   * - Final Max Slew Viols
     - 0
   * - Transition time of the tightest slew-check pin
     - around 0.74 ns
   * - Critical path endpoint
     - F1.REG_Files[691]$_DFFE_PP0P_
   * - Routed via count
     - between 4000 and 5000
   * - Share of synthesized cell area in and, or, nand and nor gates
     - 0.06024
   * - Data arrival time of the worst path
     - ~1.5 ns
   * - Post-route clock skew
     - 0 ns
   * - Final Hold Fails
     - 0
   * - Reg2Reg Depth
     - 1
   * - Cell at the root of the clock tree
     - sky130_fd_sc_hd__clkbuf_16
   * - Share of the clock period used by the worst path
     - 1.020
   * - Antenna Violating Nets Remaining
     - 0
   * - Reg2Reg Setup Slack
     - 0.40 ns
   * - First-pass GRT wire length
     - 30.49 mm
   * - Total clock buffers created by CTS
     - 17
   * - Most used cell, CP
     - sky130_fd_sc_hd__buf_4
   * - WL/cell
     - roughly 21 µm
   * - First drt pass iteration count
     - 5
   * - List of cells traversed by the critical path
     - clkdlybuf4s15_2 -> buf_4 -> nor3b_1 -> buf_4 -> nand2_1 -> mux2_2
   * - Type of the setup path with the least slack
     - input port to flip-flop
   * - Design Power
     - 13.03 mW
   * - Count of filler cells inserted in the layout
     - about 2200
   * - Height of the die
     - 160.5 µm
   * - Post-synthesis compound-gate area fraction
     - 0.02373
   * - Yosys synthesis warning count
     - 0
   * - Number of standard cells after synthesis
     - between 500 and 600
   * - Worst slew margin relative to its limit
     - 0.5080
   * - Maximum capacitance violations
     - 0
   * - Shortest clock period the worst path allows after layout
     - between 1 and 1.5 ns
   * - Sequential standard cell area
     - approximately 0.0034 mm²
   * - Layout overhead on the synthesized area
     - 20.08%
   * - Final cell area excluding filler cells
     - 0.009054 mm²
   * - MUX area fraction
     - 0.4160
   * - DPL Wire Length
     - between 10 and 15 mm
   * - XOR-XNOR Cells, Area Fraction
     - 0
   * - YS chip area
     - 0.007540 mm²
   * - Number of vias per cell after detailed routing
     - 5.243
   * - Initial DRC Count
     - 233
   * - Core Density at Floorplan
     - 0.3082
   * - Final Worst Setup Slack
     - -0.02431 ns
   * - Number of storage elements in the synthesis netlist
     - ~140
   * - Maximum number of pins on one net before global-route repair
     - roughly 66
   * - Total number of warnings across the stage logs
     - 31
   * - Cell area reported after detailed placement
     - between 0.008 and 0.009 mm²
   * - Number of register pins that no clock reaches
     - 16
   * - Chip width
     - around 160 µm
   * - Buffer levels on the longest clock path
     - 2
   * - Adder and majority cell fraction of the synthesized area
     - 0.006638
   * - Final core area utilization
     - 0.3701
   * - Final setup violating endpoints
     - 8
   * - Launching instance or port of the critical path
     - Addr[2]
   * - Element type at the critical path end
     - flip-flop
   * - Unrepaired setup endpoints after global routing
     - yes
   * - Clock tree from TritonCTS
     - done
   * - Drc violations
     - 0
   * - Static Leakage
     - approximately 3.9 nW
   * - Number of rows in the core area
     - 57
   * - Maximum operating frequency
     - about 800 MHz
   * - Mean cell area of the mapped netlist
     - approximately 14 µm²
   * - Share of final-layout standard cells stronger than drive strength 1
     - 0.5239
==> flip-flops by register name (all words and copies together), names as in the netlist <==
| register | cells |
|---|---|
| W_Data | 4 |
| R_Addr_A | 5 |
| R_Addr_B | 5 |
| F1.REG_Files | 128 |
| LED | 2 |
==> final cells by class <==
class                   instances  share of cell area
multi-input cells             338              0.4450
flip-flops and latches        144              0.3803
repair buffers                 69             0.06426
clock buffers                  21             0.04975
well taps                     324             0.04478
clock inverters                 8             0.01271
inverters                       6            0.002902
diodes                          1           0.0002764
==> repair_timing <==
action	CTS	global route
pin swaps	8	3
hold buffers	0	0
cloned	1	0
resized	39	16
endpoints found under the setup margin	128	42
buffers inserted	2	0
==> report_power, final <==
group | total [mW] | switching, mW | internal (mW)
logic | 2.29 | 0.794 | 1.49
registers | 5.75 | 0.606 | 5.14
clock network | 4.99 | 1.73 | 3.26
==> layout by cell type (no fill, tap or decap), types with 9 or more instances in the layout <==
cell type                         instances
sky130_fd_sc_hd__clkbuf_16               17
sky130_fd_sc_hd__mux2i_1                 22
sky130_fd_sc_hd__mux4_2                  61
sky130_fd_sc_hd__dfrtp_1                128
sky130_fd_sc_hd__nand2_2                  9
sky130_fd_sc_hd__nand3b_1                11
sky130_fd_sc_hd__clkdlybuf4s50_1         12
sky130_fd_sc_hd__dlxtp_1                 14
sky130_fd_sc_hd__buf_4                   46
sky130_fd_sc_hd__nand2_1                 10
sky130_fd_sc_hd__mux2_4                  23
sky130_fd_sc_hd__mux2_2                 114
sky130_fd_sc_hd__nor2_1                  17
==> metrics by stage <==
stage	TNS, ns	cells	setup slack, ns
after floorplan	-82.35	529	-0.6212
after global placement	-100.45	878	-0.9168
after detailed placement	-100.28	878	-0.9408
after CTS	-0.0005467	910	-0.0005467
after global routing	-0.3960	911	-0.05466
final	-0.1083	911	-0.02431
==> cells in the mapped netlist <==
master	count
sky130_fd_sc_hd__mux2_2	137
sky130_fd_sc_hd__dfrtp_1	128
sky130_fd_sc_hd__mux4_2	61
sky130_fd_sc_hd__nor2_1	25
sky130_fd_sc_hd__nand2_1	23
sky130_fd_sc_hd__mux2i_1	22
sky130_fd_sc_hd__buf_4	15
sky130_fd_sc_hd__clkbuf_1	14
sky130_fd_sc_hd__dlxtp_1	14
sky130_fd_sc_hd__nand3b_1	11
sky130_fd_sc_hd__nand3_1	8
sky130_fd_sc_hd__nor2b_1	7
sky130_fd_sc_hd__inv_1	6
sky130_fd_sc_hd__buf_2	5
sky130_fd_sc_hd__buf_6	5
sky130_fd_sc_hd__a31oi_1	4
sky130_fd_sc_hd__ha_1	4
sky130_fd_sc_hd__nor3b_1	4
sky130_fd_sc_hd__a2111oi_0	3
sky130_fd_sc_hd__a21oi_1	3
sky130_fd_sc_hd__nand2b_1	3
sky130_fd_sc_hd__a22oi_1	2
sky130_fd_sc_hd__a41oi_1	2
sky130_fd_sc_hd__buf_1	2
sky130_fd_sc_hd__dlxtn_1	2
sky130_fd_sc_hd__nor3_1	2
sky130_fd_sc_hd__o22ai_1	2
sky130_fd_sc_hd__or2_2	2
sky130_fd_sc_hd__a211oi_1	1
sky130_fd_sc_hd__a221oi_1	1
sky130_fd_sc_hd__and3_1	1
sky130_fd_sc_hd__and3b_1	1
sky130_fd_sc_hd__nand4_1	1
sky130_fd_sc_hd__nor4_1	1
sky130_fd_sc_hd__o221ai_1	1
sky130_fd_sc_hd__o22a_1	1
sky130_fd_sc_hd__o2bb2ai_1	1
sky130_fd_sc_hd__o311ai_0	1
sky130_fd_sc_hd__o31ai_1	1
sky130_fd_sc_hd__o41ai_1	1
sky130_fd_sc_hd__or3b_2	1
==> routing by layer <==
| metal | share of wire | GRT usage |
|---|---|---|
| met5 | 0 | 0 |
| met4 | 0.025 | 0.03723 |
| met3 | 0.072 | 0.05903 |
| met2 | 0.48 | 0.2424 |
| met1 | 0.43 | 0.2297 |
==> how the worst min path moves through the flow <==
stage                  from                             to  slack [ns]  cells after the start
after CTS             Reset   F1.REG_Files[19]$_DFFE_PP0P_        0.31                      3
after global routing  Reset   F1.REG_Files[83]$_DFFE_PP0P_        0.33                      3
final                 Reset  F1.REG_Files[195]$_DFFE_PP0P_        0.29                      3
==> critical path, delay by kind of cell <==
family / cells / cell delay, ns
buffers and inverters: 3 / 0.56
and+or+nand+nor: 2 / 0.39
muxes: 1 / 0.32
==> cells by family after synthesis <==
kind of cell / Yosys count
latches: 16
mux: 220
flops: 128
buf+inv: 47
simple gates: 90
fa+ha+maj: 4
compound gates: 24
No activity file was given, so power comes from the tool's default toggle rates.
