==> ./design.v <==
`timescale 1ns / 1ps
module Third_experiment_first(OF,ZF,ALU_OP,A,B,F);
input [2:0]ALU_OP;
input [31:0]A,B;
output reg[31:0]F;
reg C32;
output reg OF=0;
output reg ZF=0;
always @(ALU_OP or A or B)
 begin
	case(ALU_OP)
			 3'b000:F<=A&B;
			 3'b001:F<=A|B;
			 3'b010:F<=A^B;
			 3'b011:F<=A~^B;
			 3'b100:{C32,F}<=A+B;
			 3'b101:{C32,F}<=A-B;
			 3'b110:begin if(A<B)  F<=32'h0000_0001;else F<=32'h0000_0000;end
			 3'b111:begin F<=B<<A;end
	endcase
	if(F==32'h0000_0000)	
			ZF<=1;
	else
			ZF<=0;
	OF=C32^F[31]^A[31]^B[31];	
	end
endmodule
`timescale 1ns / 1ps
module ALU(AB_SW,ALU_OP,F,OF,ZF);
input[2:0]AB_SW,ALU_OP;
wire [31:0]A,B;
output [31:0]F;
output ZF,OF;
Third_experiment_second TS(AB_SW,A,B);
Third_experiment_first TF(OF,ZF,ALU_OP,A,B,F);
endmodule
`timescale 1ns / 1ps
module Third_experiment_second(AB_SW,A,B);
input[2:0]AB_SW;
output reg[31:0]A,B;
always @(*)
	begin
		case(AB_SW)
		3'b000:begin A=32'h0000_0000;B=32'h0000_0000;end
		3'b001:begin A=32'h0000_0003;B=32'h0000_0607;end
		3'b010:begin A=32'h8000_0000;B=32'h8000_0000;end
		3'b011:begin A=32'h7FFF_FFFF;B=32'h7FFF_FFFF;end
		3'b100:begin A=32'hFFFF_FFFF;B=32'hFFFF_FFFF;end
		3'b101:begin A=32'h8000_0000;B=32'hFFFF_FFFF;end
		3'b110:begin A=32'hFFFF_FFFF;B=32'h8000_0000;end
		3'b111:begin A=32'h1234_5678;B=32'h3333_2222;end
		default:begin A=32'h9ABC_DEF0;B=32'h1111_2222;end
		endcase
	end
endmodule 
==> ./run.sh <==
#!/bin/bash
# OpenROAD 26Q1-2900-gdf79404cd8, Yosys 0.63+post, stock flow scripts
make -C /OpenROAD-flow-scripts/flow DESIGN_CONFIG=/design/flow/config.mk WORK_HOME=/design/flow/orfs finish
==> ./config.mk <==
export PLATFORM = sky130hd
export DESIGN_NAME = ALU
export DESIGN_NICKNAME = ALU
export VERILOG_FILES = /design/flow/design.v
export SDC_FILE = /design/flow/constraint.sdc
export NUM_CORES = 4
export LEC_CHECK = 1
export CORE_AREA = 10 10 87 87
export DIE_AREA = 0 0 97 97
==> ./constraint.sdc <==
current_design ALU

set clk_period 3.0
set clk_io_pct 0.2

create_clock -name clk0 -period $clk_period

set non_clock_inputs [all_inputs -no_clocks]
set_input_delay [expr $clk_period * $clk_io_pct] -clock clk0 $non_clock_inputs
set_output_delay [expr $clk_period * $clk_io_pct] -clock clk0 [all_outputs]
==> flow_summary_export.csv <==
group,metric,value,unit
logic_synthesis,postSynthCellCount,476,
status,error_line,"[ERROR DPL-0036] Detailed placement failed.",
logic_synthesis,flop_cell,"dlxtn_1",
place,place_inst,730,
logic_synthesis,yosys_area,3199,um^2
status,haltStage,"clock tree synthesis (4_1_cts)",
logic_synthesis,synth_top_area_share,10.17,%
final_timing,unclocked_regs,1,
cts,cts_resized,246,
logic_synthesis,yosysTopAreaCell,"ha_1",
logic_synthesis,syn_area_per_cell,6.721,um^2
floorplan,fp_util,56.71,%
status,status,"did not finish",
floorplan,dieWidth,97,um
floorplan,io-pin-count,40,
final_timing,untimed_endpoints,1,
logic_synthesis,syn_area,3199,um^2
logic_synthesis,synth_cell_types,73,
floorplan,row_count,27,
logic_synthesis,synth_flops,1,
cts,ctsHoldBuffers,0,
logic_synthesis,synth.area.top_cells,"ha_1 10%, a21oi_1 5.5%, o21ai_0 5.0%",
logic_synthesis,synth-edff-count,0,
logic_synthesis,synth_warnings,2,
logic_synthesis,yosys_cells,476,
place,io_buffers,40,
floorplan,fp.dieH,97,um
place,place.gp.congestion,1.177,
cts,cts_setup_buffers,69,
logic_synthesis,async_flop_share,0,%
place,dp_hpwl,12290,um
==> cells by family after synthesis <==
| group | count (synthesis) | synth area share, % |
|---|---|---|
| latches | 1 | 0.4692 |
| XOR/XNOR | 13 | 3.559 |
| multiplexers | 17 | 5.553 |
| buffers and inverters | 71 | 11.54 |
| AND-OR/OR-AND | 179 | 39.70 |
| adder cells (fa/ha/maj) | 27 | 10.79 |
| AND/OR/NAND/NOR | 168 | 28.39 |
==> cells in the mapped netlist (all sizes together), types with 6 or more instances <==
library cell	number
nor2	29
a21o	11
a21oi	37
inv	23
o21ai	37
nor4	10
xnor2	12
nor3	9
buf	36
a221oi	8
nor2b	11
nand3	16
ha	26
mux2i	11
a211o	6
clkbuf	12
mux2	6
a31oi	7
a211oi	10
nand2	39
nand2b	12
o211ai	6
==> through the flow <==
step           setup TNS, ns  setup WS [ns]  area [um^2]
2_1_floorplan         -5.516        -0.7784         3631
3_5_place_dp          -51.29         -2.167         5205
3_3_place_gp          -47.99         -2.026         5205
